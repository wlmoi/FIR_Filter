`flow/config.mk`:
```
export PLATFORM = sky130hd
export DESIGN_NAME = fir_4_tap_direct_form
export DESIGN_NICKNAME = fir_4_tap_direct_form
export VERILOG_FILES = /design/flow/design.v
export SDC_FILE = /design/flow/constraint.sdc
export NUM_CORES = 4
export LEC_CHECK = 1
export CORE_UTILIZATION = 40
```
`flow/constraint.sdc`:
```
current_design fir_4_tap_direct_form

set clk_period 11.7
set clk_io_pct 0.2

create_clock -name clk0 -period $clk_period [get_ports {clk}]

set non_clock_inputs [all_inputs -no_clocks]
set_input_delay [expr $clk_period * $clk_io_pct] -clock clk0 $non_clock_inputs
set_output_delay [expr $clk_period * $clk_io_pct] -clock clk0 [all_outputs]
```
`flow/design.v`:
```
module fir_4_tap_direct_form #(
    parameter DATA_WIDTH = 16,
    parameter COEFF_WIDTH = 16,
    parameter COEFF_FRACTION_WIDTH = 15  
) (
    input wire clk,
    input wire reset,
    input wire signed [DATA_WIDTH-1:0] i_data,
    output wire signed [DATA_WIDTH + COEFF_WIDTH - COEFF_FRACTION_WIDTH + 1:0] o_data_sum,  
    output wire o_data_valid
);
    localparam signed [COEFF_WIDTH-1:0] H0 = 16'h1000;  
    localparam signed [COEFF_WIDTH-1:0] H1 = 16'h2000;  
    localparam signed [COEFF_WIDTH-1:0] H2 = 16'h2000;  
    localparam signed [COEFF_WIDTH-1:0] H3 = 16'h1000;  
    reg signed [DATA_WIDTH-1:0] data_reg [3:0];  
    wire signed [DATA_WIDTH + COEFF_WIDTH -1:0] mul0_out;
    wire signed [DATA_WIDTH + COEFF_WIDTH -1:0] mul1_out;
    wire signed [DATA_WIDTH + COEFF_WIDTH -1:0] mul2_out;
    wire signed [DATA_WIDTH + COEFF_WIDTH -1:0] mul3_out;
    wire signed [DATA_WIDTH + COEFF_WIDTH - COEFF_FRACTION_WIDTH:0] add0_out;  
    wire signed [DATA_WIDTH + COEFF_WIDTH - COEFF_FRACTION_WIDTH + 1:0] add1_out;  
    reg data_valid_reg;
    assign o_data_valid = data_valid_reg;
    always @(posedge clk or posedge reset) begin
        if (reset) begin
            data_reg[0] <= 'd0;
            data_reg[1] <= 'd0;
            data_reg[2] <= 'd0;
            data_reg[3] <= 'd0;
            data_valid_reg <= 1'b0;
        end else begin
            data_reg[3] <= data_reg[2];
            data_reg[2] <= data_reg[1];
            data_reg[1] <= data_reg[0];
            data_reg[0] <= i_data;
            data_valid_reg <= 1'b1;  
        end
    end
    assign mul0_out = data_reg[0] * H0;
    assign mul1_out = data_reg[1] * H1;
    assign mul2_out = data_reg[2] * H2;
    assign mul3_out = data_reg[3] * H3;
    assign add0_out = (mul0_out >>> COEFF_FRACTION_WIDTH) + (mul1_out >>> COEFF_FRACTION_WIDTH);
    assign add1_out = add0_out + (mul2_out >>> COEFF_FRACTION_WIDTH);
    assign o_data_sum = add1_out + (mul3_out >>> COEFF_FRACTION_WIDTH);
endmodule
```
`flow/run.sh`:
```
#!/bin/bash
# OpenROAD 26Q1-2900-gdf79404cd8, Yosys 0.63+post, stock flow scripts
make -C /OpenROAD-flow-scripts/flow DESIGN_CONFIG=/design/flow/config.mk WORK_HOME=/design/flow/orfs finish
```
==> impl_metrics.yaml <==
# implementation run metrics
timing:
  finalCritPeriodShare_pct: 55.04
  skew_ps: 4.696
  max_freq_ghz: 0.1553
  relSlewSlack_pct: 54.98
  worst_pin_slew_ps: 675.2
  drv_slew: 0
  finalCriticalPeriod_ps: 6439
  setup_viol: 0
  rsz0062_at_grt: "no"
  hold_viol: 0
  whs_ps: 356.1
  tns_ps: 0
setup_path:
  end_kind: "primary output"
  arrival_ps: 4100
  cp_common_cell: "fa_1"
  critical_path_buf_inv_count: 1
  path_cells: "fa_1, fa_1, ha_1, fa_1, a21o_1, a221oi_2, o22ai_1, a41oi_1, xnor2_1, clkdlybuf4s50_1"
  critPathRequiredTime_ps: 9360
  startpoint_type: "flop"
  cp_slowest_stage_delay_ps: 570
  slowest_stage: "fa_1"
  cp_max_fo: 3
  cp-startpoint: "data_reg[0][4]"
  reg2reg_from: "data_reg[0][4]"
  path_class: "flop to primary output"
  path_delay_family: "adder cells"
final_layout:
  largest_reg_flops: 55
  n_fill_cell: 654
  lay_top_cells: "inv_1, dfrtp_1, clkdlybuf4s50_1, fa_1, ha_1"
  utilization_pct: 49.34
  area_delta_synth_final_pct: 20.14
  layout-drive-gt1-share_pct: 4.483
  layout_top_cell: "inv_1"
flow_run:
  tool_warnings: 27
  maxCapViolCount: 0
power_and_ir_drop:
  p_leak_nw: 1.775
  p_per_area_nw_per_um2: 182.7
  vdd_ir_drop_max_v: 0.00008287
clock_network:
  cts_resized: 0
  cts_root_buffer: "clkbuf_8"
  numCtsBuffers: 5
  worstSkewPairLatency_ps: 300
  cts_setup_buffers: 0
  htree_levels: 2
  clock_sinks: 56
  tritoncts: "done"
  cts_hold_buf: 0
  cts_buffer_depth: 2
  clk_pin_slew_ps: 100
drt:
  routed_wl_um: 3881
  vias: 1687
  drtAntennaViolNets: 0
  dr.pass1.iters: 4
  drc: 0
  detail_route.wl_per_cell_um: 9.977
  n_antenna_cell: 0
  vias_per_cell: 4.337
  drtIter0Drc: 51
die:
  ios: 38
  rows: 31
  core-area_um2: 7214
  die_h_um: 88.07
  die-area_um2: 7755
  fp_util_pct: 41.07
  die_w_um: 88.07
global_routing:
  grt_start_max_net_pins: 57
  grt_pass1_wl_um: 6975
  grt_usage_pct: 11.90
  grt-ovfl-total: 0
  antenna_found_initial: 0
  grt_pass1_vias: 1589
placement:
  io_buffer_count: 35
  gp_congestion: 0.7859
  dp_hpwl_um: 3074
yosys:
  ys_types: 34
  edf_count: 0
  synth_warnings: 2
  postSynthSeqShare_pct: 47.30
  ys.flop_type: "dfrtp_1"
  syn-cell-area_um2: 2963
  syn_inst: 250
  avgSynthCellArea_um2: 11.85
  yosysTopAreaCell: "dfrtp_1"
  ys_cells: 250
  ys_async_sr_fraction_pct: 100.0
  area_leaders: "dfrtp_1, fa_1, inv_1, ha_1, xnor2_1"
  yosys.area.top_type_share_pct: 47.30
  ys_area_um2: 2963
  synth_flops: 56
hold_path:
  hp-class: "flop to flop"
  min_from: "data_reg[0][2]"
run_status:
  status: "completed"
cell usage after synthesis, types with 2 or more instances:
cell type,n
inv_1,73
dfrtp_1,56
fa_1,29
ha_1,16
a21oi_1,12
xnor2_1,7
a21o_1,6
nor2_1,4
o21ai_0,4
xor2_1,4
and3_1,3
nand2_1,3
nor3_1,3
o211ai_1,3
a31oi_1,2
a41oi_1,2
buf_4,2
clkbuf_1,2
nand3_1,2
nor2b_1,2
o21a_1,2
worst paths after layout:
check | endpoint | depth (start not counted) | slack [ps]
min reg2reg | data_reg[1][2] | 0 | 360
max in group asynchronous | data_reg[2][15] | 3 | 8720
max reg2reg | data_reg[1][4] | 0 | 11160
min | data_reg[1][2] | 0 | 360
max | o_data_sum[15] | 10 | 5260
min in group asynchronous | data_valid_reg | 3 | 2520
stage by stage:
| step | power, mW | instances | setup WS (ps) | cell area (um2) |
|---|---|---|---|---|
| 2_1_floorplan | 0.3810 | 250 | 6314 | 2963 |
| 3_3_place_gp | 0.5097 | 381 | 5581 | 3422 |
| 3_5_place_dp | 0.5123 | 381 | 5572 | 3422 |
| 4_1_cts | 0.6644 | 389 | 5194 | 3560 |
| 5_1_grt | 0.7101 | 389 | 5046 | 3560 |
| 6_report | 0.6505 | 389 | 5261 | 3560 |
kinds of logic (layout without fill, tap and decap cells):
family                   after synthesis  count (layout)  share of synthesized area [%]
AND-OR/OR-AND                         40              40                          9.375
XOR/XNOR                              11              11                          3.252
adder cells (fa/ha/maj)               45              45                          26.35
buffers and inverters                 77             117                          10.01
flip-flops                            56              56                          47.30
other                                  1               1                         0.1266
AND/OR/NAND/NOR                       20              20                          3.589
report_power, final:
part           internal [mW]  switching [mW]  total [mW]
clock                 0.0861          0.0614       0.147
combinational          0.172           0.123       0.295
sequential             0.203         0.00452       0.208
total                  0.461           0.189       0.650
area by class of cell:
class	count	area (um2)	area share [%]
Sequential cell	56	1401	39.37
Multi-Input combinational cell	117	1265	35.54
Timing Repair Buffer	36	357.8	10.05
Inverter	73	274.0	7.698
Tap cell	99	123.9	3.480
Clock buffer	5	68.82	1.933
Clock inverter	3	68.82	1.933
layer usage:
layer	up-vias	global-route usage, %	wire length [um]
li1	849	-	-
met1	806	20.57	2006
met2	28	16.84	1643
met3	4	2.672	183
met4	0	1.466	48
met5	-	0	0
No activity file was given, so power comes from the tool's default toggle rates.
