`./run.sh`:
```
#!/bin/bash
# OpenROAD 26Q1-2900-gdf79404cd8, Yosys 0.63+post, stock flow scripts
make -C /OpenROAD-flow-scripts/flow DESIGN_CONFIG=/design/flow/config.mk WORK_HOME=/design/flow/orfs finish
```
`./config.mk`:
```
export PLATFORM = sky130hd
export DESIGN_NAME = fir_4_tap_hardware_share
export DESIGN_NICKNAME = fir_4_tap_hardware_share
export VERILOG_FILES = /design/flow/design.v
export SDC_FILE = /design/flow/constraint.sdc
export NUM_CORES = 4
export LEC_CHECK = 1
export CORE_UTILIZATION = 50
```
`./constraint.sdc`:
```
current_design fir_4_tap_hardware_share

set clk_period 7.9
set clk_io_pct 0.2

create_clock -name clk0 -period $clk_period [get_ports {clk}]

set non_clock_inputs [all_inputs -no_clocks]
set_input_delay [expr $clk_period * $clk_io_pct] -clock clk0 $non_clock_inputs
set_output_delay [expr $clk_period * $clk_io_pct] -clock clk0 [all_outputs]
```
`./design.v`:
```
module fir_4_tap_hardware_share #(
    parameter DATA_WIDTH = 16,
    parameter COEFF_WIDTH = 16,
    parameter COEFF_FRACTION_WIDTH = 15  
) (
    input wire clk,
    input wire reset,
    input wire signed [DATA_WIDTH-1:0] i_data,
    input wire i_data_valid,  
    output wire signed [DATA_WIDTH + COEFF_WIDTH - COEFF_FRACTION_WIDTH + 1:0] o_data_sum,  
    output wire o_data_valid
);
    localparam signed [COEFF_WIDTH-1:0] H0_VAL = 16'h1000;  
    localparam signed [COEFF_WIDTH-1:0] H1_VAL = 16'h2000;  
    localparam signed [COEFF_WIDTH-1:0] H2_VAL = 16'h2000;  
    localparam signed [COEFF_WIDTH-1:0] H3_VAL = 16'h1000;  
    localparam [2:0]
        IDLE         = 3'b000,
        LOAD_INPUT   = 3'b001,
        MAC_0        = 3'b010,
        MAC_1        = 3'b011,
        MAC_2        = 3'b100,
        MAC_3        = 3'b101,
        OUTPUT_READY = 3'b110;
    reg [2:0] current_state, next_state;  
    reg signed [DATA_WIDTH-1:0] data_reg [0:3];  
    reg signed [DATA_WIDTH + COEFF_WIDTH - COEFF_FRACTION_WIDTH + 1:0] accumulator_reg;
    wire signed [DATA_WIDTH-1:0] mac_data_in;
    wire signed [COEFF_WIDTH-1:0] mac_coeff_in;
    wire signed [DATA_WIDTH + COEFF_WIDTH -1:0] mac_mul_out;  
    reg data_valid_reg_int;  
    assign o_data_sum = accumulator_reg;
    assign o_data_valid = data_valid_reg_int;
    always @(posedge clk or posedge reset) begin
        if (reset) begin
            current_state <= IDLE;
        end else begin
            current_state <= next_state;
        end
    end
    always @(*) begin  
        next_state = current_state;  
        data_valid_reg_int = 1'b0;  
        case (current_state)
            IDLE: begin
                if (i_data_valid)  
                    next_state = LOAD_INPUT;
            end
            LOAD_INPUT: begin
                next_state = MAC_0;
            end
            MAC_0: begin
                next_state = MAC_1;
            end
            MAC_1: begin
                next_state = MAC_2;
            end
            MAC_2: begin
                next_state = MAC_3;
            end
            MAC_3: begin
                next_state = OUTPUT_READY;
            end
            OUTPUT_READY: begin
                data_valid_reg_int = 1'b1;  
                if (i_data_valid)
                    next_state = LOAD_INPUT;
                else
                    next_state = IDLE;
            end
            default: next_state = IDLE;
        endcase
    end
    always @(posedge clk or posedge reset) begin
        if (reset) begin
            data_reg[0] <= 'd0;
            data_reg[1] <= 'd0;
            data_reg[2] <= 'd0;
            data_reg[3] <= 'd0;
            accumulator_reg <= 'd0;
        end else begin
            case (current_state)
                IDLE: begin
                    accumulator_reg <= 'd0;  
                end
                LOAD_INPUT: begin
                    data_reg[3] <= data_reg[2];
                    data_reg[2] <= data_reg[1];
                    data_reg[1] <= data_reg[0];
                    data_reg[0] <= i_data;  
                end
                MAC_0: begin
                    accumulator_reg <= (mac_mul_out >>> COEFF_FRACTION_WIDTH);
                end
                MAC_1: begin
                    accumulator_reg <= accumulator_reg + (mac_mul_out >>> COEFF_FRACTION_WIDTH);
                end
                MAC_2: begin
                    accumulator_reg <= accumulator_reg + (mac_mul_out >>> COEFF_FRACTION_WIDTH);
                end
                MAC_3: begin
                    accumulator_reg <= accumulator_reg + (mac_mul_out >>> COEFF_FRACTION_WIDTH);
                end
                default: begin
                end
            endcase
        end
    end
    assign mac_data_in = (current_state == MAC_0) ? data_reg[0] :
                         (current_state == MAC_1) ? data_reg[1] :
                         (current_state == MAC_2) ? data_reg[2] :
                         (current_state == MAC_3) ? data_reg[3] : 'd0;
    assign mac_coeff_in = (current_state == MAC_0) ? H0_VAL :
                          (current_state == MAC_1) ? H1_VAL :
                          (current_state == MAC_2) ? H2_VAL :
                          (current_state == MAC_3) ? H3_VAL : 'd0;
    assign mac_mul_out = mac_data_in * mac_coeff_in;
endmodule
```
==> flow_summary.yaml <==
# implementation run metrics
sta:
  fin_worst_skew_ps: 6.725
  finalHoldViolations: 0
  rsz0062_at_grt: "false"
  max_freq_mhz: 150.7
  fin_crit_sh: 0.8402
  setup_viol: 0
  fin_crit_ps: 6637
  tns_ps: 0
  relSlewSlack: 0.4934
  tightest_slew_ps: 759.8
  drv_slew: 0
route:
  vias_per_cell: 5.626
  via_count: 4028
  drc: 0
  wl_mm: 10.91
  wl_per_cell_um: 15.24
  ant_nets: 0
  num_antenna_cells: 0
  initialDrtViolationCount: 159
  drt_pass1_iterations: 4
critical_path:
  cp-end-kind: "flip-flop"
  worstSetupPathType: "flip-flop to flip-flop"
  r2r-end: "accumulator_reg[17]$_DFFE_PP0P_"
  crit_arrival_ps: 6860
  timing.rr.start: "current_state[1]$_DFF_PP0_"
  crit_path_frequent_cell: "ha_1"
  crit_family: "adder cells"
  cpMaxStageDelayCell: "dfrtp_1"
  rrSetupSlack_ps: 1260
  critPathMaxStageDelay_ps: 580
  path_buffers: 2
  ff2ff_path_depth: 24
  crit_path_cell_trace: "or3_1 > nor2_1 > a22oi_1 > inv_1 > ha_1 > fa_1 > ha_1 > ha_1 > ha_1 > ha_1 > ha_1 > and3_4 > a21oi_2 > o21ai_2 > a221oi_4 > xnor2_1 > ha_1 > inv_1 > o21bai_1 > a21oi_1 > o21a_1 > o31ai_1 > xor2_1 > a221o_1"
  crit_required_ps: 8120
  crit_fanout: 16
  start_kind: "flip-flop"
outcome:
  outcome: "finished clean"
cts:
  cts_sinks: 85
  clk_pin_slew_ps: 70
  worstSkewPairLatency_ps: 340
  root_buffer: "clkbuf_16"
  h-tree-depth: 3
  cts_made_buffers: 9
  postCtsSetupBuffers: 0
  cts_resized: 0
  clk_path_buf_depth: 2
  cts_hold_buf: 0
  tritoncts: "done"
synthesis:
  top_cell: "ha_1"
  area_leaders: "dfrtp_1 (37%), ha_1 (19%), mux2_2 (12%), a21oi_1 (2.6%), xnor2_1 (2.6%)"
  simple_gate_area_frac: 0.08395
  async_flop_share: 1.000
  numSynthFlops: 85
  synth.logic.top_family: "adder cells"
  ys_types: 51
  syn_inst: 532
  ys_sh_aoi: 0.1515
  top_cells_by_count: "ha_1 (87), dfrtp_1 (84), mux2_2 (59)"
  yosys-mux-area-fraction: 0.1178
  top_cell_area_share: 0.3673
  yosys_warnings: 2
  yosysTopAreaCell: "dfrtp_1"
  ys_seq_share: 0.3719
  synth.avg_cell_area_sq_um: 10.76
  adder_share: 0.2007
  synth-xor-area-share: 0.04832
  synth_area_sq_um: 5723
  yosys_area_sq_um: 5723
  flop_cell: "dfrtp_1"
  edf_count: 0
  yosys_cells: 532
layout:
  final_core_util: 0.5971
  largest_reg_flops: 59
  final_layout_size_suffix_gt1_frac: 0.1649
  nFillCells: 904
  synthToLayoutAreaGrowth_pct: 14.58
die:
  fp_util: 0.5211
  num_io_pins: 39
  dieArea_sq_um: 11880
  die_w_um: 109.0
  num_rows: 38
  core_area_sq_um: 10980
  die_h_um: 109.0
worst_hold_path:
  holdPathStages: 0
  min_to: "current_state[3]$_DFF_PP0_"
  hp-class: "flip-flop to flip-flop"
  hold_start: "current_state[5]$_DFF_PP0_"
global_route:
  grt_usage: 0.2040
  grt_start_max_net_pins: 61
  grt_pass1_wl_mm: 18.29
  antenna_found_initial: 0
  grt_pass1_vias: 3687
  grt_overflow: 0
placement:
  portBuffers: 37
  post-dp-hpwl_mm: 7.511
  gp_congestion: 0.8937
flow_run:
  warning_count: 28
  cap_violations: 0
pwr:
  leakage_nw: 3.214
  powerDensity_nw_per_um2: 344.4
  ir_worst_vdd_mv: 0.1786
how the worst max path moves through the flow:
stage / start / endpoint / slack, ps / cells after the start
4_1_cts: current_state[1]$_DFF_PP0_ / accumulator_reg[16]$_DFFE_PP0P_ / 1290 / 23
5_1_grt: current_state[1]$_DFF_PP0_ / accumulator_reg[16]$_DFFE_PP0P_ / 930 / 23
6_report: current_state[1]$_DFF_PP0_ / accumulator_reg[17]$_DFFE_PP0P_ / 1260 / 24
through the flow:
stage          setup WS [ps]  instances  hold WS (ps)  total power [W]  cell area (sq um)
6_report                1263        716         462.1         0.002258               6558
5_1_grt                934.6        716         506.2         0.002452               6558
4_1_cts                 1285        716         466.7         0.002276               6558
3_5_place_dp            1323        700         451.7         0.001831               6259
3_3_place_gp            1361        700         454.5         0.001809               6259
2_1_floorplan           2121        540         351.9         0.001544               5753
power breakdown:
group,internal [W],switching (W),leakage (nW)
clock,0.000247,0.000181,0.136
sequential,0.000632,0.000140,1.04
combinational,0.000548,0.000510,2.04
total,0.00143,0.000831,3.21
cells in the final DEF, fill, tap and decap left out, types with 2 or more instances in the layout:
cell / netlist / routed
clkbuf_16: 0 / 9
dfrtp_1: 84 / 83
xor2_1: 12 / 12
nor2b_1: 4 / 4
a31oi_1: 4 / 4
and3_1: 4 / 4
a22o_1: 6 / 6
nor3_1: 5 / 5
nand4_1: 3 / 3
or3_1: 4 / 4
o21a_1: 2 / 2
a21oi_1: 30 / 30
a21oi_2: 2 / 2
a21o_1: 13 / 13
nand3_1: 2 / 2
xnor2_1: 17 / 17
and2_1: 4 / 4
o21bai_1: 3 / 3
nor2_1: 37 / 37
clkdlybuf4s50_1: 0 / 37
nand2_1: 33 / 33
inv_1: 15 / 14
ha_1: 87 / 87
or2_2: 5 / 5
inv_6: 0 / 2
a221o_1: 9 / 9
conb_1: 1 / 9
a22oi_1: 18 / 18
mux2_2: 59 / 59
clkinvlp_4: 0 / 3
o221ai_1: 5 / 5
fa_1: 3 / 3
o21ai_0: 19 / 19
buf_4: 0 / 6
final cells by class:
type                            instances  area (sq um)  area share
Inverter                               15         57.56    0.008777
Clock buffer                           10         229.0     0.03492
Clock inverter                          6         70.07     0.01068
Multi-Input combinational cell        417          3481      0.5308
Tap cell                              140         175.2     0.02671
Sequential cell                        85          2130      0.3247
Timing Repair Buffer                   43         415.4     0.06335
cells by family after synthesis:
family	count (synthesis)
buf+inv	38
compound gates	123
simple gates	105
flops	85
other cells	1
fa+ha+maj	90
mux	60
xor+xnor	30
per-layer routing:
metal / up-vias / routed length [um] / track usage
met2: 53 / 4781 / 0.2929
li1: 2033 / - / -
met3: 9 / 309 / 0.03108
met1: 1933 / 5682 / 0.3454
met5: - / 0 / 0
met4: 0 / 137 / 0.02220
Power is estimated from default activity; no workload was simulated.
